--- ./design.v ---
module comparator(input clk, input en, input [8:0][15:0] distort, output reg [3:0] best, output reg done);
wire [3:0] j,k,l,m,n,o,p;
assign j = distort[0] <= distort[1] ? 4'b0000: 4'b0001;
assign k = distort[2] <= distort[3] ? 4'b0010: 4'b0011;
assign l = distort[4] <= distort[5] ? 4'b0100: 4'b0101;
assign m = distort[6] <= distort[7] ? 4'b0110: 4'b0111;
assign n = distort[j] <= distort[k] ? j : k;
assign o = distort[l] <= distort[m] ? l : m;
assign p = distort[n] <= distort[o] ? n : o;
assign q = distort[p] <= distort[8] ? p : 4'b1000;
always @ (posedge clk)
begin
if(en)
begin
    best <= q;
    done <= 1;
end
else 
    done <= 0;
end
endmodule
--- ./constraint.sdc ---
current_design comparator

set clk_period 37.3
set clk_io_pct 0.2

create_clock -name clk0 -period $clk_period [get_ports {clk}]

set non_clock_inputs [all_inputs -no_clocks]
set_input_delay [expr $clk_period * $clk_io_pct] -clock clk0 $non_clock_inputs
set_output_delay [expr $clk_period * $clk_io_pct] -clock clk0 [all_outputs]
--- ./run.sh ---
#!/bin/bash
# OpenROAD 26Q1-2900-gdf79404cd8, Yosys 0.63+post, stock flow scripts
make -C /OpenROAD-flow-scripts/flow DESIGN_CONFIG=/design/flow/config.mk WORK_HOME=/design/flow/orfs finish
--- ./config.mk ---
export PLATFORM = sky130hd
export DESIGN_NAME = comparator
export DESIGN_NICKNAME = comparator
export VERILOG_FILES = /design/flow/design.v
export SDC_FILE = /design/flow/constraint.sdc
export NUM_CORES = 4
export LEC_CHECK = 1
export CORE_UTILIZATION = 40
==> flow_summary.ini <==
; yosys + openroad results
[run_status]
outcome = complete, no violations

[clocking]
cts_buffers = 3
numClockSinks = 2
post_cts_buffers = 0
h-tree-depth = 1
cts_tree = done
cts_root_buffer = clkbuf_16
clk_pin_slew_ns = 0.03
cts_resized = 0
hold_buffers = 0
max-clock-path-buffers = 2

[finish]
stdcell_count = 886
comb_area_um2 = 4020
seqCellArea_um2 = 50.0
syn2layout_area_growth_pct = 36.6
num-fill-cells = 995
drive_gt1_share_pct = 2.14

[min_path]
hold_depth = 1
hold_start = en
worstHoldPathType = primary input to register
min_to = done

[worst_setup_path]
cpMaxStageDelayCell = a31oi_2
crit_type = primary input to register
arrival_ns = 15.62
cp_max_fo = 25
crit_path_max_incr_delay_ns = 0.79
worstPathRequired_ns = 37.39
end_kind = register
critPathLaunchType = primary input

[synth]
async_reset_ff_share_pct = 0
synth-edff-count = 1
synth-area-yosys_um2 = 4560
postSynthCellCount = 608
numSynthFlops = 2
yosysUniqueCellTypes = 49
avgSynthCellArea_um2 = 7.50
ys_warn_count = 2
ys_cells = 608
ys_seq_share_pct = 1.10
synth_area_um2 = 4560
synth-main-ff-cell = edfxtp_1

[floorplanning]
core_um2 = 11000
die_w_um = 109
dieHeight_um = 109
io_pins = 151
chipArea_um2 = 11800
rows = 38
fp_util_pct = 41.5

[drt]
wire_per_inst_um = 14.9
drtIter0Drc = 253
vias = 4825
antennaDiodeCount = 0
routed_wl_mm = 13.2
first_pass_iters = 5
viasPerCell = 5.45
route.detailed.drc = 0
antenna_left = 0

[grt]
grt_max_degree = 26
grt_pass1_vias = 4689
antenna_found_initial = 0
overflow = 0
grtUsageTotal_pct = 23.0
grt_pass1_wl_mm = 21.2

[timing]
setup_viol = 0
finalClockPeriodUsage_pct = 41.6
holdWs_ns = 7.78
period_minus_slack_ns = 15.53
tightest_slew_ns = 0.960
slew_headroom_pct = 35.8
rsz0062_at_grt = no
final_hold_viol_count = 0
slew_viol_final = 0
setup_slack_ns = 21.77
fmax_ghz = 0.0644
tns_ns = 0

[power]
ir_drop_v = 0.0000167
power.total_uw = 184
powerDensity_nw_per_um2 = 29.5
leakage_nw = 3.18

[flow_run]
maxCapViolations = 0
warnings = 25

[placed_design]
dp.cells = 882
hpwl_mm = 11.9
gp_congestion = 0.918
pre_cts_ws_ns = 21.61
io_buffer_count = 147
[report_power, final]
part | internal [mW] | switching, mW
Combinational | 0.0782 | 0.0852
Sequential | 0.00333 | 0.000386
Clock | 0.0141 | 0.00272
[cell type report]
cell class | count | area share (%)
Timing Repair Buffer | 155 | 24.6
Sequential cell | 2 | 0.803
Inverter | 100 | 6.03
Multi-Input combinational cell | 485 | 64.5
Tap cell | 140 | 2.81
Clock buffer | 4 | 1.27
[logic make-up (layout without fill, tap and decap cells)]
| family | count (synthesis) | after routing | share of synthesized area (%) |
|---|---|---|---|
| adders and majority gates | 128 | 128 | 35.1 |
| other | 1 | 3 | 0.0822 |
| and+or+nand+nor | 140 | 140 | 15.5 |
| buffers and inverters | 123 | 259 | 11.3 |
| DFF | 2 | 2 | 1.10 |
| AOI/OAI and AO/OA | 148 | 148 | 22.4 |
| muxes | 66 | 66 | 14.5 |
[routing by layer]
layer	GRT usage [%]	share of wire [%]	up-vias
met5	0	0	-
met4	2.80	1.3	0
met3	2.80	7.0	10
met2	41.0	45	150
met1	30.1	46	2124
li1	-	-	2541
[worst max-delay path by stage]
| stage | slack (ns) | end | startpoint | cells past startpoint |
|---|---|---|---|---|
| finish | 21.77 | best[0] | distort[95] | 33 |
| CTS | 21.80 | best[0] | distort[81] | 34 |
| global route | 21.00 | best[0] | distort[95] | 33 |
[cell usage in the layout, fill, tap and decap left out, drive strengths merged, types with 3 or more instances in the layout]
master	count
nor4	3
nor3	4
clkdlybuf4s50	147
inv	100
buf	8
a222oi	16
a211oi	6
ha	128
o21ai	16
nor2	12
a21o	7
conb	3
a22o	15
a31oi	3
mux2i	65
nand2	50
nand4	28
o211ai	7
nand2b	17
a21oi	59
nor2b	8
nand3	11
and2	3
clkbuf	4
[cells in the mapped netlist (8+ instances only)]
cell        n  area [µm²]
inv_1     100         375
nor2_1     12        45.0
nand4_1    28         175
buf_2       9        45.0
a21oi_1    59         295
o21ai_0    15        75.1
ha_1      128        1600
nand2b_1   17         106
a22o_1     15         131
nand3_1    11        55.1
a222oi_1   16         160
nor2b_1     8        50.1
mux2i_1    65         651
nand2_1    50         188
[flip-flops by register name, summed over array words and instances, names as in the netlist]
name and cells:
best 1, done 1
[critical path: cells and delay by family]
family	cells	cell delay, ns
compound gates	15	3.95
buf+inv	6	1.74
simple gates	8	1.23
fa+ha+maj	4	1.21
[per-stage QoR]
| step | util [%] | instance area [µm²] |
|---|---|---|
| floorplan | - | 4570 |
| global placement | 56.0 | 6150 |
| detailed placement | 56.0 | 6150 |
| CTS | 56.7 | 6230 |
| global route | 56.7 | 6230 |
| finish | 56.7 | 6230 |
