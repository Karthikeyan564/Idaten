`./design.v`:
```
`timescale 1ns / 1ps
module add1 (input [7:0] a,f, output reg [7:0] i1);
always @ *
 i1 <= a+f;
endmodule
module add2 (input [7:0] b,e,c,d, output reg [7:0] i2);
wire [7:0] o;
assign o = (c+d) << 2;
always @ *
begin
  i2 <= b+e+o;
end
endmodule
module add3 (input [7:0] t1, t2, output reg [7:0] i3);
wire [7:0] a1, a2;
assign a1 = t1 - t2;
assign a2 = (t2 << 2);
always @ *
    i3 <= a1 - a2;
endmodule
module six_tf(input clk , input [7:0] a,b,c,d,e,f, output reg [7:0] half);
reg [7:0] t1, t2;
wire [7:0] i1, i2, i3;
add1 dut1 (.a(a), .f(f), .i1(i1));
add2 dut2 (.b(b), .c(c), .d(d), .e(e), .i2(i2));
add3 dut3 (.t1(t1), .t2(t2), .i3(i3));
always @ (posedge clk)
begin
t1 <= i1;
t2 <= i2;
half <= i3;
end
endmodule
```
`./run.sh`:
```
#!/bin/bash
# OpenROAD 26Q1-2900-gdf79404cd8, Yosys 0.63+post, stock flow scripts
make -C /OpenROAD-flow-scripts/flow DESIGN_CONFIG=/design/flow/config.mk WORK_HOME=/design/flow/orfs finish
```
`./config.mk`:
```
export PLATFORM = sky130hd
export DESIGN_NAME = six_tf
export DESIGN_NICKNAME = six_tf
export VERILOG_FILES = /design/flow/design.v
export SDC_FILE = /design/flow/constraint.sdc
export NUM_CORES = 4
export LEC_CHECK = 1
export CORE_UTILIZATION = 30
```
`./constraint.sdc`:
```
current_design six_tf

set clk_period 6.1
set clk_io_pct 0.2

create_clock -name clk0 -period $clk_period [get_ports {clk}]

set non_clock_inputs [all_inputs -no_clocks]
set_input_delay [expr $clk_period * $clk_io_pct] -clock clk0 $non_clock_inputs
set_output_delay [expr $clk_period * $clk_io_pct] -clock clk0 [all_outputs]
```
==> load_flow_metrics.sql <==
-- implementation run metrics
INSERT INTO impl_metrics (metric_group, metric, value, unit) VALUES
('cts', 'clock-root-buffer', 'clkbuf_8', ''),
('setup_path', 'critical_path.max_fanout', '3', ''),
('die', 'chipHeight', '77.1', 'um'),
('cells_and_area', 'drive_gt1_share', '2.33', '%'),
('global_routing', 'antenna_found_initial', '0', ''),
('drt', 'dr.pass1.iters', '4', ''),
('yosys', 'ys_area', '1690', 'um2'),
('global_routing', 'track_usage', '10.9', '%'),
('drt', 'route.final.wire_length', '2650', 'um'),
('cells_and_area', 'area_growth_syn_to_layout', '38.4', '%'),
('global_routing', 'first_pass_grt_wire_length', '5180', 'um'),
('cts', 'num_cts_buffers', '3', ''),
('yosys', 'netlist_top_cells_area', 'dfxtp_1, ha_1, fa_1, xnor2_1, inv_1', ''),
('yosys', 'synth_flops', '24', ''),
('status', 'status', 'complete, no violations', ''),
('yosys', 'post_synth_num_cell_types', '25', ''),
('pwr', 'total_leakage_power', '1.00', 'nW'),
('sta', 'skew', '0.000948', 'ns'),
('yosys', 'ys_sh_aoi', '13.8', '%'),
('placed_design', 'pre_cts_ws', '1.97', 'ns'),
('placed_design', 'place.port_buffers', '52', ''),
('run', 'cap_violations', '0', ''),
('sta', 'finalHoldViolCount', '0', ''),
('global_routing', 'overflow', '0', ''),
('yosys', 'mappedNetlistArea', '1690', 'um2'),
('setup_path', 'worstSetupEndpointType', 'register', ''),
('cts', 'clock_latency', '0.26', 'ns'),
('placed_design', 'placed_cell_areas', '2300', 'um2'),
('drt', 'vias_per_cell', '4.18', ''),
('setup_path', 'critPathArrivalTime', '4.05', 'ns'),
('cells_and_area', 'fin_area', '2340', 'um2'),
('die', 'fp-row-count', '26', ''),
('setup_path', 'worstSetupStartpointType', 'input port', ''),
('sta', 'count_of_endpoints_failing_setup_in_the_final_report', '0', ''),
('drt', 'drt_drc_violations_left', '0', ''),
('drt', 'total_number_of_vias', '1191', ''),
('sta', 'drv_slew', '0', ''),
('setup_path', 'critPathKind', 'input port to register', ''),
('yosys', 'share_of_synthesized_area_occupied_by_flip_flops_and_latches', '28.4', '%'),
('sta', 'postLayoutSetupSlackWorst', '2.24', 'ns'),
('placed_design', 'detailedPlacementHpwl', '2360', 'um'),
('yosys', 'yosys_cells', '160', ''),
('cts', 'cts-resized-gates', '0', ''),
('yosys', 'yosys_warnings', '4', ''),
('die', 'floorplan.core_area', '5270', 'um2'),
('cts', 'cts_tree', 'built', ''),
('drt', 'antennaDiodeCount', '0', ''),
('pwr', 'power_density', '367', 'nW/um2'),
('cts', 'path_clk_slew', '0.07', 'ns'),
('drt', 'antenna_left', '0', ''),
('sta', 'achievable-frequency', '0.259', 'GHz'),
('yosys', 'yosys-mux-area-fraction', '0.592', '%'),
('sta', 'max_slew_margin', '75.6', '%'),
('die', 'io-pin-count', '57', ''),
('yosys', 'syn-mean-instance-area', '10.6', 'um2'),
('drt', 'drt_first_iter_violations', '45', ''),
('cts', 'cts.hold.buffers_added', '0', ''),
('drt', 'wire_per_inst', '9.29', 'um'),
('yosys', 'ys_sh_adder', '35.8', '%'),
('die', 'floorplan.die.width', '77.1', 'um'),
('yosys', 'ys_sh_simple', '4.51', '%'),
('sta', 'totalNegativeSetupSlack', '0', 'ns'),
('cts', 'htree_levels', '1', ''),
('cells_and_area', 'layout.cells.non_filler', '285', ''),
('sta', 'tightestPinTransition', '0.361', 'ns'),
('yosys', 'post-synth-top-area-cell', 'dfxtp_1', ''),
('cts', 'numClockSinks', '24', ''),
('yosys', 'synth_top_area_share', '28.4', '%'),
('cells_and_area', 'number_of_fill_cells', '524', ''),
('setup_path', 'required', '6.29', 'ns'),
('die', 'fp_util', '32.1', '%'),
('global_routing', 'maximum_number_of_pins_on_one_net_before_global_route_repair', '13', ''),
('cts', 'cts.path.max_buffers', '2', ''),
('yosys', 'synthCells', '160', ''),
('sta', 'min_period_over_period', '63.2', '%'),
('cts', 'cts_setup_buffers', '0', ''),
('yosys', 'synth-xor-area-share', '12.9', '%'),
('run', 'warnings', '29', ''),
('global_routing', 'vias_in_the_first_global_route', '1270', ''),
('sta', 'layout_min_cycle_time', '3.86', 'ns'),
('placed_design', 'globalplace.congestion', '0.755', ''),
('pwr', 'vdd_ir_drop_max', '0.148', 'mV'),
('placed_design', 'dpl.cell_count', '282', ''),
('yosys', 'netlist_logic_family_top', 'adder cells', ''),
('die', 'chipArea', '5940', 'um2'),
('sta', 'rsz0062_at_grt', 'false', ''),
('hold_path', 'hold_path.class', 'register to register', '');
## flip-flops by register name (all words and copies together) (netlist names)
signal  flops
half        8
t1          8
t2          8
## report_power, final
group / switching, mW / internal, mW / total, mW
sequential: 0.0166 / 0.223 / 0.239
clock: 0.0442 / 0.0440 / 0.0882
combinational: 0.234 / 0.298 / 0.532
total: 0.295 / 0.565 / 0.860
## per-stage QoR
stage	hold slack (ns)	utilization, %	total power [mW]
final	0.527	44.4	0.860
after global routing	0.567	44.4	0.965
after CTS	0.530	44.4	0.877
after detailed placement	0.513	43.6	0.785
after global placement	0.503	43.6	0.783
after floorplan	0.496	-	0.640
## placed cells by master, fill, tap and decap left out, types with 4 or more instances in the layout
cell type,instances
a21oi_1,10
inv_1,18
fa_1,14
dfxtp_1,24
o21bai_1,5
xnor2_1,19
ha_1,26
o21a_1,4
xor2_1,6
clkdlybuf4s50_1,52
o21ai_0,6
nor2_1,11
## final timing paths
| kind | from | to | slack (ns) | cells past startpoint |
|---|---|---|---|---|
| max | c[0] | t2[7] | 2.24 | 11 |
| min | t1[0] | half[0] | 0.53 | 3 |
| max reg2reg | t2[1] | half[6] | 4.09 | 8 |
| min reg2reg | t1[0] | half[0] | 0.53 | 3 |
## layout make-up
| cell class | count | area (um2) | share of cell area, % |
|---|---|---|---|
| multi-input cells | 118 | 1140 | 48.9 |
| flip-flops and latches | 24 | 480 | 20.5 |
| repair buffers | 52 | 520 | 22.2 |
| inverters | 18 | 67.6 | 2.89 |
| clock buffers | 3 | 41.3 | 1.76 |
| well taps | 70 | 87.6 | 3.74 |
## worst max-delay path, stage by stage
cell and delay (ns):
clkdlybuf4s50_1 0.40, ha_1 0.23, fa_1 0.42, xor2_1 0.18
fa_1 0.44, ha_1 0.34, o21ai_0 0.24, o21bai_1 0.10
a21oi_1 0.19, xnor2_1 0.15, xnor2_1 0.13
## routing by layer
layer | GRT usage, % | vias up | wire length (um)
li1 | - | 649 | -
met1 | 16.1 | 503 | 1350
met2 | 17.8 | 37 | 1120
met3 | 2.06 | 2 | 170
met4 | 0.566 | 0 | 14
met5 | 0 | - | 0
## cell usage after synthesis (all sizes together)
| master | n |
|---|---|
| ha | 26 |
| dfxtp | 24 |
| xnor2 | 19 |
| inv | 18 |
| fa | 14 |
| a21oi | 11 |
| nor2 | 11 |
| o21ai | 6 |
| xor2 | 6 |
| o21bai | 5 |
| o21a | 4 |
| nor2b | 3 |
| a211oi | 2 |
| a21o | 2 |
| a211o | 1 |
| a21boi | 1 |
| mux2i | 1 |
| nand2 | 1 |
| nand3 | 1 |
| o211ai | 1 |
| o31a | 1 |
| o41ai | 1 |
| or4 | 1 |
## logic make-up after synthesis
group | after synthesis
XOR/XNOR | 25
multiplexers | 1
flip-flops | 24
AND-OR/OR-AND | 35
AND/OR/NAND/NOR | 17
adder cells (fa/ha/maj) | 40
buffers and inverters | 18
Power and IR drop assume default switching activity.
