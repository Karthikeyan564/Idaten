**flow/config.mk**
```make
export PLATFORM = sky130hd
export DESIGN_NAME = chroma_filter
export DESIGN_NICKNAME = chroma_filter
export VERILOG_FILES = /design/flow/design.v
export SDC_FILE = /design/flow/constraint.sdc
export NUM_CORES = 4
export LEC_CHECK = 1
export CORE_UTILIZATION = 50
```
**flow/constraint.sdc**
```tcl
current_design chroma_filter

set clk_period 12.6
set clk_io_pct 0.2

create_clock -name clk0 -period $clk_period

set non_clock_inputs [all_inputs -no_clocks]
set_input_delay [expr $clk_period * $clk_io_pct] -clock clk0 $non_clock_inputs
set_output_delay [expr $clk_period * $clk_io_pct] -clock clk0 [all_outputs]
```
**flow/design.v**
```verilog
`timescale 1ns / 1ps
module chroma_filter(input [2:0] xfrac, yfrac, input [7:0] A, B, C, D, output reg [16:0] half_chrome);
wire [2:0] temp1, temp2;
wire [13:0] temp3, temp4, temp5, temp6;
assign temp1 = 4'b1000 - xfrac;
assign temp2 = 4'b1000 - yfrac;
assign temp3 = A * temp1 * temp2;
assign temp4 = B * xfrac * temp2;
assign temp5 = C * yfrac * temp1;
assign temp6 = D * xfrac * yfrac;
always @ * 
begin
half_chrome <= temp3 + temp4 + temp5 + temp6;
end
endmodule
```
**flow/run.sh**
```bash
#!/bin/bash
# OpenROAD 26Q1-2900-gdf79404cd8, Yosys 0.63+post, stock flow scripts
make -C /OpenROAD-flow-scripts/flow DESIGN_CONFIG=/design/flow/config.mk WORK_HOME=/design/flow/orfs finish
```
==> impl_metrics.tcl <==
# collected from the flow reports
set metrics [dict create \
    status "finished, final reports clean" \
    drt-initial-drc-count 385 \
    drtPass1Iterations 5 \
    n_clock_buffer 0 \
    synth.avg_cell_area_um2 7.98 \
    required_ns 10.08 \
    critPathLaunchType "input port" \
    synthCells 887 \
    antenna_found_initial 0 \
    yosysUniqueCellTypes 61 \
    grt_pass1_wl_mm 29.3 \
    maxSlewViolCount 0 \
    vias_per_cell 5.38 \
    warnings 32 \
    seq_cell_count 0 \
    crit_arrival_ns 9.72 \
    die_area_mm2 0.0146 \
    drc 0 \
    drive_gt1_frac 0.0568 \
    setup_ws_ns 0.356 \
    hold_class "in2out" \
    crit_type "in2out" \
    grt-ovfl-total 0 \
    place_inst 1108 \
    max_slew_margin 0.560 \
    cap_violations 0 \
    instances_no_fill 1113 \
    num_antenna_cells 0 \
    dieHeight_um 121 \
    place_congestion 0.914 \
    port_buffers 54 \
    fp_util 0.512 \
    syn_to_final_growth_pct 13.1 \
    fin_crit_ns 12.24 \
    die_x_um 121 \
    crit_path_max_incr_delay_ns 0.58 \
    fin_crit_sh 0.972 \
    ys_seq_share 0 \
    io_pins 55 \
    ys_area_mm2 0.00708 \
    finalSetupViolCount 0 \
    fmax_ghz 0.0817 \
    num_vias 5990 \
    end_kind "primary output" \
    fin_util 0.579 \
    wl_per_cell_um 15.6 \
    routed_wl_mm 17.3 \
    place_ws_ns 0.0562 \
    grt_max_degree 42 \
    num_rows 43 \
    final-seq-area_um2 0 \
    crit_path_top_delay_cell "fa_1" \
    crit_path_max_fanout 9 \
    placed_area_mm2 0.00786 \
    ant_nets 0 \
    grt_pass1_vias 5964 \
    cts_hold_buffers 0 \
    stdcell_area_mm2 0.00800 \
    ys_cells 887 \
    grt_setup_unrepaired "no" \
    path_common_cell "fa_1" \
    worst_slew_pin_slew_ns 0.654 \
    netlist_area_mm2 0.00708 \
    yosysWarnings 1 \
    tns_ns 0 \
    grt_use_total 0.271 \
    place_hpwl_mm 14.8 \
    hold_viol_final 0 \
    core_mm2 0.0138 \
]
## path summary, 6_finish.rpt
path / start / endpoint / slack [ns] / cells past startpoint
max: xfrac[1] / half_chrome[14] / 0.36 / 28
min: A[0] / half_chrome[0] / 6.36 / 4
## Yosys cell counts (4+ instances only)
| master | count | area [um2] |
|---|---|---|
| and3_1 | 10 | 62.6 |
| nand2_1 | 130 | 488 |
| nand3_1 | 18 | 90.1 |
| a311oi_1 | 5 | 43.8 |
| o21a_1 | 7 | 52.6 |
| nor4_1 | 4 | 25.0 |
| nor2b_1 | 11 | 68.8 |
| ha_1 | 70 | 876 |
| o21ai_0 | 19 | 95.1 |
| fa_1 | 133 | 2660 |
| a21o_1 | 17 | 128 |
| and2_1 | 47 | 294 |
| xnor2_1 | 15 | 131 |
| a31oi_1 | 6 | 37.5 |
| nand4_1 | 5 | 31.3 |
| or3_1 | 6 | 37.5 |
| xor2_1 | 7 | 61.3 |
| a21oi_1 | 27 | 135 |
| nor3_1 | 18 | 90.1 |
| nand2b_1 | 12 | 75.1 |
| inv_1 | 184 | 691 |
| nor3b_1 | 7 | 52.6 |
| nor2_1 | 23 | 86.3 |
| nand3b_1 | 8 | 60.1 |
| or4_1 | 7 | 52.6 |
| clkbuf_1 | 31 | 116 |
| o211a_1 | 7 | 70.1 |
## layout make-up
type | count | area, um2
Inverter | 184 | 691
Fill cell | 1275 | 5830
Multi-Input combinational cell | 667 | 6300
Tap cell | 180 | 225
Timing Repair Buffer | 82 | 788
## worst max-delay path: cells and delay by family
family	cells	cell delay, ns
AND/OR/NAND/NOR	4	0.44
buffers and inverters	8	1.42
adder cells (fa/ha/maj)	9	3.89
AND-OR/OR-AND	5	1.02
XOR/XNOR	2	0.43
## kinds of logic after synthesis
family / share of synthesized area
AND/OR/NAND/NOR: 0.225
buffers and inverters: 0.119
adder cells (fa/ha/maj): 0.500
AND-OR/OR-AND: 0.126
XOR/XNOR: 0.0272
multiplexers: 0.00141
other: 0.000530
## timing repair
action                                  CTS  global route
endpoints found under the setup margin    0             7
gates resized                             0            24
buffers inserted                          0             5
## stage by stage
stage | hold slack [ns]
finish | 6.36
global placement | 6.38
CTS | 6.38
floorplan | 5.26
detailed placement | 6.38
global route | 6.42
## placed cells by master, fill, tap and decap left out, types with 8 or more instances in the layout
cell type	Yosys	routed
nand2b_1	12	12
xnor2_1	15	14
nor2b_1	11	11
clkdlybuf4s50_1	0	50
and3_1	10	10
nand2_1	130	130
nor2_1	23	23
a21o_1	17	17
buf_4	2	23
a21oi_1	27	24
fa_1	133	132
ha_1	70	69
nor3_1	18	18
o21ai_0	19	17
and2_1	47	47
nand3_1	18	17
nand3b_1	8	8
inv_1	184	184
## layer usage
metal  track usage  vias to the layer above  routed length, um
li1              -                     2925                  -
met2         0.428                      167               8100
met5             0                        -                  0
met3        0.0513                       16               1050
met1         0.422                     2882               7960
met4        0.0293                        0                227
